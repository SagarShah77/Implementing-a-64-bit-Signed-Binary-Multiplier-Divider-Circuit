$ cat /design/flow/constraint.sdc
current_design div

set clk_period 26.0
set clk_io_pct 0.2

create_clock -name clk0 -period $clk_period [get_ports {clock}]

set non_clock_inputs [all_inputs -no_clocks]
set_input_delay [expr $clk_period * $clk_io_pct] -clock clk0 $non_clock_inputs
set_output_delay [expr $clk_period * $clk_io_pct] -clock clk0 [all_outputs]
$ cat /design/flow/config.mk
export PLATFORM = sky130hd
export DESIGN_NAME = div
export DESIGN_NICKNAME = div
export VERILOG_FILES = /design/flow/design.v
export SDC_FILE = /design/flow/constraint.sdc
export NUM_CORES = 4
export LEC_CHECK = 1
export CORE_UTILIZATION = 30
$ cat /design/flow/run.sh
#!/bin/bash
# OpenROAD 26Q1-2900-gdf79404cd8, Yosys 0.63+post, stock flow scripts
make -C /OpenROAD-flow-scripts/flow DESIGN_CONFIG=/design/flow/config.mk WORK_HOME=/design/flow/orfs finish
$ cat /design/flow/design.v
`timescale 10ns/1ns
module div (result, valid, opera1, opera2, clock, reset, start,  muordi);
output [63:0] result;
output valid;
input [31:0] opera1;
input [63:0] opera2;
input  start, reset, muordi, clock;
reg  valid, OPE, w2, w3, w4, idle;
reg [63:0] result, result_copy, result_not, opera2_copy, opera2_not;
reg [31:0] opera1_copy, opera1_copydiv, opera1_not, opera1_copy_not;
wire  reset, start, muordi,cin, cin1a, cin1b, cin2a, cina, carry, w5, w6;
wire [31:0] opera1;
wire [31:0] w1, w10, w13, w9;
wire [31:0] D, A;
wire [63:0] opera2, B, w11, w12;
integer i;
assign carry =1'b0;
assign A = 1'b0;
assign B = 1'b0;
Add_rca M1 ( w10, , opera1_not, A, cin1a);
Add_rca M6 ( w13, , opera1_copy_not, A, cin1b);
Add_rca64 M2 ( w11, , opera2_not, B, cin2a);
Add_rca64 M4 ( w12, , result_not, B, cina);
notif1 A1(cin1a, carry, w2);
bufif0 A2 (cin1a, carry, w2);
notif1 A5(cin2a, carry, w3);
bufif0 A6 (cin2a, carry, w3);
notif0 A3 (cin1b, carry, w2);
bufif1 A4 (cin1b, carry, w2);
notif1 A7(cina, carry, w4);
bufif0 A8 (cina, carry, w4);
always @(opera1) begin
 w2 = opera1 [31];
if (w2 == 1)begin
opera1_not = ~opera1;
opera1_copy_not = opera1;
end else begin
opera1_not = opera1;
opera1_copy_not = ~opera1;
end
end
always @(opera2) begin
w3 = opera2 [63];
if (w3 == 1) begin
opera2_not = ~opera2;
end else begin
opera2_not = opera2;
end
end
initial begin
valid=0;
end 
assign w5 = w2;
assign w6 = w3;
reg [2:0] cust, nest;
parameter Q0 = 3'b000, 
          Q1 = 3'b001,
          Q2 = 3'b010,
          Q3 = 3'b011,
          Q4 = 3'b100;
always@(posedge clock or posedge reset)
begin
    if (reset)
    begin 
        cust = Q0;
    end
    else
    begin
        if (start)
        begin 
               cust = Q1;
        end
        else
        begin
            cust = nest;
        end
    end
end
assign cin=0;
assign D= result_copy [63:32];
always @(posedge clock)
case (cust)
Q0:  
     if (reset) begin
      result = 0;
      valid = 0;
      result_not = 64'h0;
      result_copy = 64'h0;
      i = 35;
      nest = cust;
      end
Q1:  
        if (muordi == 1'b1) begin
     w4 = w5^w6;
     OPE =1;
     i = 0;
     valid = 0;
     opera1_copy = w10;
     opera1_copydiv = w13;
     opera2_copy = w11;
     result_copy [63:0] = opera2_copy [63:0];
       nest = Q2;
      end
Q2 :  
if (i<32) begin
valid= 1'b0;
i =i+1;
   if(OPE==1) begin
    result_copy [63:32] = w9;
if (result_copy[63]==0) begin
result_copy   = result_copy  << 1;
result_copy [0] = 1'b1;
OPE = 1'b1;
end 
else if (result_copy[63]==1) begin
result_copy  = result_copy  << 1;
result_copy [0] = 1'b0;
OPE = 1'b0;
end 
   end
   else if (OPE==0) begin
   result_copy [63:32] = w1;
if (result_copy[63]==0) begin
result_copy   = result_copy  << 1;
result_copy [0] = 1'b1;
OPE = 1'b1;
end 
else if (result_copy[63]==1) begin
result_copy  = result_copy  << 1;
result_copy [0] = 1'b0;
OPE = 1'b0;
end
   end
 end
else if (i==32) begin
nest = Q3;
valid =1'b1;
i= i+1;
if(OPE==1) begin
result_copy [63:32] = w9;
if (result_copy[63]==0) begin
result_copy [31:0]  = result_copy [31:0] << 1;
result_copy [0] = 1'b1;
OPE = 1'b1;
end 
else if (result_copy[63]==1) begin
result_copy [31:0]  = result_copy [31:0] << 1;
result_copy [0] = 1'b0;
OPE = 1'b0;
end 
end
else if (OPE==0) begin
result_copy [63:32] = w1;
if (result_copy[63]==0) begin
result_copy [31:0]  = result_copy [31:0] << 1;
result_copy [0] = 1'b1;
OPE = 1'b1;
end 
else if (result_copy[63]==1) begin
result_copy [31:0] = result_copy [31:0] << 1;
result_copy [0] = 1'b0;
OPE = 1'b0;
end
end 
result_not = ~result_copy;
end 
Q3:  
if (valid) begin
if (w4==1) begin
result = w12;
nest = Q4;
idle =1;
end else begin
result = result_copy;
end
end 
Q4 :  
if (idle) 
begin
end 
default: nest = Q0;
endcase
Add_rca M3 ( w1, , opera1_copy, D,cin);
Add_rca M5 ( w9, , opera1_copydiv, D,cin);
endmodule
`timescale 10ns/1ns
module Add_rca64 (sum, c_out, a, b, c_in);
output [63:0] sum;
output c_out;
  input [63:0] a, b;
input c_in;
wire c_in32, c_out;
wire [63:0] sum;
  Add_rca M1 (sum[31:0], c_in32, a[31:0], b[31:0], c_in);
  Add_rca M2 (sum[63:32], c_out, a[63:32], b[63:32], c_in32);
endmodule
`timescale 10ns/1ns
module Add_rca (sum, c_out, a, b, c_in);
output [31:0] sum;
output c_out;
  input [31:0] a, b;
input c_in;
wire c_in4, c_in8, c_in12, c_in16, c_in20, c_in24, c_in28, c_out;
wire [31:0] sum;
  Add_rca_4 M1 (sum[3:0], c_in4, a[3:0], b[3:0], c_in);
  Add_rca_4 M2 (sum[7:4], c_in8, a[7:4], b[7:4], c_in4);
  Add_rca_4 M3 (sum[11:8], c_in12, a[11:8], b[11:8], c_in8);
  Add_rca_4 M4 (sum[15:12], c_in16, a[15:12], b[15:12], c_in12);
  Add_rca_4 M5 (sum[19:16], c_in20, a[19:16], b[19:16], c_in16);
  Add_rca_4 M6 (sum[23:20], c_in24, a[23:20], b[23:20], c_in20);
  Add_rca_4 M7 (sum[27:24], c_in28, a[27:24], b[27:24], c_in24);
  Add_rca_4 M8 (sum[31:28], c_out, a[31:28], b[31:28], c_in28);
endmodule
`timescale 10ns/1ns
module Add_rca_4 (sum, c_out, a, b, c_in);
  output [3: 0] sum;
output c_out;
  input [3: 0] a, b;
input c_in;
wire [3: 0] sum;
wire c_in2, c_in3, c_in4;
Add_full M1 (sum[0], c_in2, a[0], b[0], c_in);
Add_full M2 (sum[1], c_in3, a[1], b[1], c_in2);
Add_full M3 (sum[2], c_in4, a[2], b[2], c_in3);
Add_full M4 (sum[3], c_out, a[3], b[3], c_in4);
endmodule
`timescale 10ns/1ns
module Add_full (sum, c_out, a, b, c_in);
output sum, c_out;
input a, b, c_in;
wire w1, w2, w3;
Add_half M1 (w1, w2, a, b);
Add_half M2 (sum, w3, w1, c_in);
or M3 (c_out, w2, w3);
endmodule
`timescale 10ns/1ns
module Add_half (sum, c_out, a, b);
output sum, c_out;
input a, b;
xor M1 (sum, a, b);
and M2 (c_out, a, b);
endmodule
==> impl_metrics.py <==
# Synthesis and PnR figures
metrics = {
    "timing": {
        "maxSlewViolCount": 0,
        "finalHoldViolCount": 0,
        "worst_pin_slew_ps": 820,
        "max_freq_ghz": 0.0566,
        "final.min_clock_period_ps": 17660,
        "skew_ps": 14.5,
        "tns_ps": 0,
        "maxSlewHeadroom_pct": 45.3,
        "fin_crit_sh_pct": 67.9,
        "setup_viol_count_final": 0,
        "rsz0062_at_grt": "no",
    },
    "yosys": {
        "yosys-top-cells-area": "edfxtp_1, ha_1, mux2i_1",
        "ys_area_sq_um": 16600,
        "async_reset_ff_share_pct": 1.01,
        "synth_area_sq_um": 16600,
        "ys_types": 43,
        "synth_top_cell_by_count": "edfxtp_1",
        "avgSynthCellArea_sq_um": 12.8,
        "syn_inst": 1294,
        "ys_cells": 1294,
        "yosysTopAreaCell": "edfxtp_1",
        "edf_count": 294,
        "yosys.area.top_type_share_pct": 53.2,
        "ys_ff": 297,
        "flop_cell": "edfxtp_1",
        "synthTopCellsByCount": "edfxtp_1, nor2_1, inv_1",
        "ys_seq_share_pct": 53.7,
        "synth-warning-count": 5,
    },
    "global_routing": {
        "grt_overflow": 0,
        "grt_pass1_wl_mm": 56.4,
        "antenna_found_initial": 0,
        "top_usage_layer": "met2",
        "use_met3_pct": 6.15,
        "met1_usage_pct": 19.7,
        "grt_pass1_vias": 10374,
        "use_met2_pct": 19.8,
        "grt_max_degree": 98,
        "grt_use_total_pct": 13.5,
    },
    "drt": {
        "vias_per_cell": 4.53,
        "wire_per_inst_um": 16.3,
        "drc": 0,
        "drt-pass1-iter-count": 7,
        "ant_nets": 0,
        "n_antenna_cell": 0,
        "drtIter0Drc": 580,
        "postRouteWirelength_mm": 35.4,
        "vias": 9828,
    },
    "floorplanning": {
        "core_sq_um": 54200,
        "dieArea_sq_um": 56300,
        "num_rows": 85,
        "fp_util_pct": 30.6,
        "die_w_um": 237,
        "die_h_um": 237,
        "pin_count": 165,
    },
    "critical_path": {
        "critPathKind": "in2reg",
        "rr_startpoint": "result_copy[32]",
        "cp_max_fo": 34,
        "r2r_end": "result_copy[63]",
        "end_kind": "register",
        "reg2reg_setup_slack_ps": 10170,
        "r2r_cells": 38,
        "cpMaxStageDelayCell": "buf_4",
        "cp-start-kind": "primary input",
        "critPathMostFrequentCell": "ha_1",
        "cp.required_ps": 26270,
        "cpPeakStageDelay_ps": 590,
        "cp.arrival_ps": 17940,
    },
    "cts": {
        "clk_root_buffer_cell": "clkbuf_16",
        "h-tree-depth": 2,
        "cts.sinks": 297,
        "cts_tree": "done",
        "cts_buffer_depth": 3,
        "cts_setup_buffers": 0,
        "ctsResizeCount": 0,
        "numCtsBuffers": 35,
        "clkLatencyLatePin_ps": 520,
        "path_clk_slew_ps": 60,
        "cts_hold_buf": 0,
    },
    "min_path": {
        "worstHoldStart": "nest[0]",
        "holdCritPathClass": "reg2reg",
        "hold_end": "cust[0]",
        "whs_path_depth": 1,
    },
    "outcome": {
        "outcome": "complete, no violations",
    },
    "final_layout": {
        "drive_above_1_share_pct": 5.29,
        "final_cells": 2170,
        "fillers": 5139,
        "area_growth_syn_to_layout_pct": 20.8,
    },
    "place": {
        "hpwl_mm": 24.5,
        "dpl.cell_count": 2109,
        "finalWeightedCongestion": 0.857,
        "numPortBuffers": 164,
    },
    "power_and_ir_drop": {
        "ir_drop_mv": 0.0633,
        "powerDensity_nw_per_um2": 86.1,
        "p_leak_nw": 8.30,
    },
    "run": {
        "warnings": 26,
        "drv_cap": 0,
    },
}
-- power breakdown --
part           leakage (nW)  switching (mW)  total, mW  internal [mW]
Sequential             2.84          0.0601      0.740          0.680
Combinational          4.94           0.314      0.537          0.223
Clock                 0.511           0.191      0.449          0.259
Total                  8.30           0.565       1.73           1.16
-- area by class of cell --
| type | count | area [sq um] | area share (%) |
|---|---|---|---|
| Inverter | 134 | 503 | 2.51 |
| Timing Repair Buffer | 181 | 1770 | 8.85 |
| Multi-Input combinational cell | 801 | 6950 | 34.7 |
| Clock inverter | 17 | 82.6 | 0.412 |
| Clock buffer | 44 | 952 | 4.75 |
| Tap cell | 696 | 871 | 4.35 |
| Sequential cell | 297 | 8900 | 44.4 |
-- critical path: cells and delay by family --
kind | cells | cell delay [ps]
xor+xnor | 1 | 160
compound gates | 1 | 310
buf+inv | 2 | 1010
fa+ha+maj | 61 | 11240
-- how the worst max path moves through the flow --
stage	slack, ps	startpoint	depth (start not counted)	to
finish	8340	opera2[63]	65	result_copy[62]
CTS	8260	opera2[63]	65	result_copy[62]
global route	7520	opera2[63]	65	result_copy[62]
-- placed cells by master (no fill, tap or decap), types with 43 or more instances in the layout --
cell type,n
clkdlybuf4s50_1,162
fa_1,60
nor2_1,161
nand2_1,46
xor2_1,79
mux2i_1,124
edfxtp_1,294
inv_1,134
xnor2_1,43
ha_1,128
-- sequential cells by signal (all words and copies together) (netlist names) --
register,cells
valid,1
w4,1
OPE,1
i,32
nest,3
result_copy,64
opera1_copydiv,32
result,64
result_not,64
cust,3
opera1_copy,32
-- layer usage --
layer  up-vias  share of wire, %  wire length (um)
met1      4628                44             15400
met5         -                 0                 0
met2       346                43             15300
met3        41                11              4060
met4         0               1.7               585
li1       4813                 -                 -
-- stage by stage --
step           hold slack [ps]  utilization, %  worst slack (ps)  power, mW  cell area, sq um
2_1_floorplan              410               -              8590       1.12             16600
5_1_grt                    456            36.9              7520       1.85             20000
4_1_cts                    440            36.9              8260       1.75             20000
3_3_place_gp               422            35.0              7800       1.29             19000
6_report                   436            36.9              8340       1.73             20000
3_5_place_dp               427            35.0              7770       1.30             19000
-- logic make-up (layout without fill, tap and decap cells) --
group | after synthesis | after routing | share of synthesized area (%)
other | 2 | 2 | 0.0453
AOI/OAI and AO/OA | 90 | 90 | 3.61
adders and majority gates | 188 | 188 | 16.9
and+or+nand+nor | 274 | 274 | 7.14
muxes | 125 | 125 | 7.55
DFF | 297 | 297 | 53.7
buffers and inverters | 196 | 376 | 4.67
xor gates and xnor gates | 122 | 122 | 6.44
No activity file was given, so power comes from the tool's default toggle rates.
